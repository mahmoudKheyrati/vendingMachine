==> design/flow/design.v <==
`timescale 1ns / 1ps
module sevenSegmentDisplay(clock, binaryNumber, isError, A, B, C, D, E, F, G, DP);
    input clock, isError;
    input [3:0] binaryNumber;
    output reg A, B, C, D, E, F, G,DP;
    always @(posedge clock)begin
        DP = isError;
        case (binaryNumber)
            4'b0000: begin     
                A = 1;
                B = 1;
                C = 1;
                D = 1;
                E = 1;
                F = 1;
                G = 0;
            end
            4'b0001: begin     
                A = 0;
                B = 1;
                C = 1;
                D = 0;
                E = 0;
                F = 0;
                G = 0;
            end
            4'b0010: begin     
                A = 1;
                B = 1;
                C = 0;
                D = 1;
                E = 1;
                F = 0;
                G = 1;
            end
            4'b0011: begin     
                A = 1;
                B = 1;
                C = 1;
                D = 1;
                E = 0;
                F = 0;
                G = 1;
            end
            4'b1100: begin     
                A = 0;
                B = 1;
                C = 0;
                D = 1;
                E = 0;
                F = 1;
                G = 1;
            end
            4'b0101: begin      
                A = 1;
                B = 0;
                C = 1;
                D = 1;
                E = 0;
                F = 1;
                G = 1;
            end
            4'b0110: begin     
                A = 1;
                B = 0;
                C = 1;
                D = 1;
                E = 1;
                F = 1;
                G = 1;
            end
            4'b0111: begin     
                A = 1;
                B = 1;
                C = 1;
                D = 0;
                E = 0;
                F = 1;
                G = 0;
            end
            4'b1000: begin     
                A = 1;
                B = 1;
                C = 1;
                D = 1;
                E = 1;
                F = 1;
                G = 1;
            end
            4'b1001: begin     
                A = 1;
                B = 1;
                C = 1;
                D = 1;
                E = 0;
                F = 1;
                G = 1;
            end
            4'b1010: begin     
                A = 1;
                B = 1;
                C = 1;
                D = 0;
                E = 1;
                F = 1;
                G = 1;
            end
            4'b1011: begin     
                A = 0;
                B = 0;
                C = 1;
                D = 1;
                E = 1;
                F = 1;
                G = 1;
            end
            4'b1100: begin     
                A = 1;
                B = 0;
                C = 0;
                D = 1;
                E = 1;
                F = 1;
                G = 0;
            end
            4'b1101: begin     
                A = 0;
                B = 1;
                C = 1;
                D = 1;
                E = 1;
                F = 0;
                G = 1;
            end
            4'b1110: begin     
                A = 1;
                B = 0;
                C = 0;
                D = 1;
                E = 1;
                F = 1;
                G = 1;
            end
            4'b1111: begin     
                A = 1;
                B = 0;
                C = 0;
                D = 0;
                E = 1;
                F = 1;
                G = 1;
            end
        endcase
    end
endmodule: sevenSegmentDisplay
==> design/flow/run.sh <==
#!/bin/bash
# OpenROAD 26Q1-2900-gdf79404cd8, Yosys 0.63+post, stock flow scripts
make -C /OpenROAD-flow-scripts/flow DESIGN_CONFIG=/design/flow/config.mk WORK_HOME=/design/flow/orfs finish
==> design/flow/config.mk <==
export PLATFORM = sky130hd
export DESIGN_NAME = sevenSegmentDisplay
export DESIGN_NICKNAME = sevenSegmentDisplay
export VERILOG_FILES = /design/flow/design.v
export SDC_FILE = /design/flow/constraint.sdc
export NUM_CORES = 4
export LEC_CHECK = 1
export CORE_AREA = 10 10 70 70
export DIE_AREA = 0 0 80 80
==> design/flow/constraint.sdc <==
current_design sevenSegmentDisplay

set clk_period 1.6
set clk_io_pct 0.2

create_clock -name clk0 -period $clk_period [get_ports {clock}]

set non_clock_inputs [all_inputs -no_clocks]
set_input_delay [expr $clk_period * $clk_io_pct] -clock clk0 $non_clock_inputs
set_output_delay [expr $clk_period * $clk_io_pct] -clock clk0 [all_outputs]
==> Changelog: implementation <==
### Physical design

* Number of sinks on the clock net at 8
* Global routing usage on met3 at 1.14%
* Tot Pwr at around 0.00053 W
* Gpl congestion at ~0.75
* Area of the core region at 0.00342 mm²
* Crit-path leading delay family: buffers and inverters
* Fraction of the core area covered by cells at the end of the flow at 19.6%
* Routing usage on met1 at about 5.2%
* Overall track demand over capacity in global routing at 3.16%
* Slowest stage delay, CP at around 0.43 ns
* Crit. path cell count at 4
* Post-synthesis sequential area ratio at 50.3%
* Max_slew headroom at 69.8%
* Pin count of the biggest net entering global routing at 12
* IO buf count at 13
* Maximum operating frequency at 0.702 GHz
* H-tree level count at 1
* Max-slew violations at 0
* Post-Route WL at roughly 1000 µm
* Placement-stage cell area at roughly 640 µm²
* Clock buffer count from CTS at 3
* Number of global-route vias before repair at about 380
* Drt wl/cell at 9.41 µm
* Post-synthesis instance area at 458 µm²
* Number of ports placed on the die boundary at 14
* Minimum setup slack after placement at -0.0714 ns
* Total setup buffers inserted after CTS at 0
* Synthesis warning total at 1
* Setup-violating endpoint count in the final report at 0
* Largest area contributor in the netlist: edfxtp_1
* Setup repair after global routing missed its margin: false
* Synth Instances at 44
* VDD IR-drop max at 0.172 mV
* Worst hold stages at 1
* Max Buffers Root-to-Sink at 2
* Tally of nets with antenna violations remaining after routing at 0
* Number of buffers and inverters on the critical path at 2
* Number of filler instances in the final layout at 389
* Flops after synth at 8
* Number of optimization iterations in the first detailed-route pass at 4
* Drt first-iter violations at 16
* Average cell area after synthesis at 10.4 µm²
* Count of cells resized by post-cts repair at 0
* Total count of hold-check failures in the final report at 0
* Total overflow reported by the global router at 0
* Leading register cell type out of synthesis: edfxtp_1
* Synthesis-to-finish area growth at 46.4%
* Warning total across the stage logs at 25
* Cts hold-fix bufs at 0
* Count of different cell masters after synthesis at 24
* Post-layout period usage at 89.1%
* Hold Crit Class: input pin to flip-flop
* Critical Path Source Type: input pin
* Global-route track usage on met2 at 3.37%
* Critical path type: input pin to flip-flop
* Power density normalized to cell area at about 780 mW/mm²
* Max capacitance violation total at 0
* Horizontal die dimension at 80 µm
* Y dimension of the die at around 80 µm
* Core utilization before placement at 13.4%
* Min setup slack post-route at 0.175 ns
* Cell leakage power at 0.232 nW
* Setup TNS at 0 ns
* Count of flip-flops with a built-in enable after synthesis at 7
* Data required time at the worst endpoint at 1.59 ns
* Yosys stat chip area at 458 µm²
* Endpoint arrival time on the critical path at 1.42 ns
* Worst-path cell with the longest stage delay: clkdlybuf4s50_1
* Share of flip-flops with an asynchronous set or reset after synthesis at 0%
* CP Capture Type: flip-flop
* Total number of vias at approximately 360
* Slew at the pin with the worst max-slew slack at 0.452 ns
* Portion of synthesized cell area occupied by the leading cell type at between 40% and 50%
* Number of DRC violations after detailed routing at 0
* Most Used Layer, Global Route: met1
* Antenna fix cells at 0
* Global-route wire length before repair at 1690 µm
* Ranking of synthesized cells by instance count: edfxtp_1 (7), nand2_1 (7), buf_2 (4)
* HPWL reported at the end of detailed placement at 797 µm
* Final Cell Area at 671 µm²
* TritonCTS clock tree: built
* Result of the run: finished clean
* Clock transition at the registers of the reported paths at 0.05 ns
* Peak fanout along the critical path at 9
* CTS root buffer: clkbuf_4
* Via-per-instance ratio at 3.38
* Yosys cell count at ~44
* Initial antenna violation count at 0
* Tmin final at 1.42 ns
* Number of core rows at 21
* Main area contributors after synthesis: edfxtp_1 (46%), nand2_1 (5.7%), buf_2 (4.4%)
* CP Cell Sequence: clkdlybuf4s50_1 -> buf_4 -> nor2_1 -> nand2_1
* Chip footprint at approximately 0.0064 mm²
* Layout cell share with drive strength beyond 1 at 15.0%
==> sequential cells by signal (all words and copies together) (netlist names) <==
name / flops
A: 1
B: 1
C: 1
D: 1
DP: 1
E: 1
F: 1
G: 1
==> report_power, final <==
group | total [W] | switching, W | internal (W)
Combinational | 0.000107 | 0.0000384 | 0.0000682
Clock | 0.000165 | 0.0000694 | 0.0000954
Sequential | 0.000255 | 0.00000553 | 0.000249
==> metrics by stage <==
| step | instances | hold WS [ns] |
|---|---|---|
| 3_5_place_dp | 102 | 0.781 |
| 2_1_floorplan | 44 | 0.348 |
| 5_1_grt | 106 | 0.513 |
| 6_report | 106 | 0.524 |
| 3_3_place_gp | 102 | 0.778 |
| 4_1_cts | 106 | 0.516 |
==> kinds of logic (layout without fill, tap and decap cells) <==
group | after synthesis | in the layout | synth area share, %
AND/OR/NAND/NOR | 19 | 19 | 22.1
AND-OR/OR-AND | 8 | 8 | 13.7
flip-flops | 8 | 8 | 50.3
buffers and inverters | 6 | 22 | 7.65
XOR/XNOR | 2 | 2 | 3.83
multiplexers | 1 | 1 | 2.46
==> cells in the final DEF, fill, tap and decap left out, types with 2 or more instances in the layout <==
master,synthesis,layout
nor2_1,3,3
a32oi_1,2,2
xnor2_1,2,2
nand2b_1,2,2
clkdlybuf4s50_1,0,13
clkbuf_4,0,3
nand2_1,7,7
edfxtp_1,7,7
buf_4,0,4
==> worst paths after layout <==
kind | start | endpoint | slack, ns
max | binaryNumber[3] | F | 0.18
min | isError | DP | 0.52
==> final cells by class <==
cell class	instances	area, µm²	share of cell area, %
well taps	46	57.6	8.58
inverters	1	3.75	0.560
flip-flops and latches	8	230	34.3
repair buffers	17	160	23.9
clock buffers	4	26.3	3.92
multi-input cells	30	193	28.7
==> per-layer routing <==
metal  up-vias  routed length, µm
met3         2                 77
met2        16                300
met1       152                588
li1        188                  -
met5         -                  0
met4         0                 31
Power and IR drop assume default switching activity.
